`flow/design.v`:
```
`timescale 1ns / 1ps
module v_machine(
    input clk,
    input reset,
    input select_products,        
    input [1:0] coin,             
    output reg out,
    output reg [3:0] change       
);
    parameter s0 = 2'b00;
    parameter s1 = 2'b01;
    parameter s2 = 2'b10;
    parameter choco = 1'b0;       
    parameter drink = 1'b1;       
    reg [1:0] current_state, next_state;
    always @(posedge clk) begin
        if (reset) begin
            current_state <= s0;
            next_state <= s0;
            change <= 2'd0;
            out <= 0;
        end else begin
            current_state <= next_state;
            case (select_products)
                choco: begin
                    case (current_state)
                        s0: begin
                            if (coin == 2'b00) begin
                                next_state <= s0;
                                out <= 0;
                                change <= 0;
                            end else if (coin == 2'b01) begin
                                next_state <= s1;
                                out <= 0;
                                change <= 0;
                            end else begin
                                next_state <= s2;
                                out <= 0;
                                change <= 0;
                            end
                        end
                        s1: begin
                            if (coin == 2'b00) begin
                                next_state <= s0;
                                out <= 0;
                                change <= 3'd5;
                            end else if (coin == 2'b01) begin
                                next_state <= s2;
                                out <= 0;
                                change <= 0;
                            end else begin
                                next_state <= s0;
                                out <= 1;
                                change <= 0;
                            end
                        end
                        s2: begin
                            if (coin == 2'b00) begin
                                next_state <= s0;
                                out <= 0;
                                change <= 4'd10;
                            end else if (coin == 2'b01) begin
                                next_state <= s0;
                                out <= 1;
                                change <= 0;
                            end else begin
                                next_state <= s0;
                                out <= 1;
                                change <= 3'd5;
                            end
                        end
                    endcase
                end
                drink: begin
                    case (current_state)
                        s0: begin
                            if (coin == 2'b00) begin
                                next_state <= s0;
                                out <= 0;
                                change <= 0;
                            end else if (coin == 2'b01) begin
                                next_state <= s1;
                                out <= 0;
                                change <= 0;
                            end else begin
                                next_state <= s2;
                                out <= 1;
                                change <= 0;
                            end
                        end
                        s1: begin
                            if (coin == 2'b00) begin
                                next_state <= s0;
                                out <= 0;
                                change <= 3'd5;
                            end else if (coin == 2'b01) begin
                                next_state <= s2;
                                out <= 1;
                                change <= 0;
                            end else begin
                                next_state <= s0;
                                out <= 1;
                                change <= 3'd5;
                            end
                        end
                    endcase
                end
            endcase
        end
    end
endmodule
```
`flow/run.sh`:
```
#!/bin/bash
# OpenROAD 26Q1-2900-gdf79404cd8, Yosys 0.63+post, stock flow scripts
make -C /OpenROAD-flow-scripts/flow DESIGN_CONFIG=/design/flow/config.mk WORK_HOME=/design/flow/orfs finish
```
`flow/config.mk`:
```
export PLATFORM = sky130hd
export DESIGN_NAME = v_machine
export DESIGN_NICKNAME = v_machine
export VERILOG_FILES = /design/flow/design.v
export SDC_FILE = /design/flow/constraint.sdc
export NUM_CORES = 4
export LEC_CHECK = 1
export CORE_AREA = 10 10 70 70
export DIE_AREA = 0 0 80 80
```
`flow/constraint.sdc`:
```
current_design v_machine

set clk_period 1.7
set clk_io_pct 0.2

create_clock -name clk0 -period $clk_period [get_ports {clk}]

set non_clock_inputs [all_inputs -no_clocks]
set_input_delay [expr $clk_period * $clk_io_pct] -clock clk0 $non_clock_inputs
set_output_delay [expr $clk_period * $clk_io_pct] -clock clk0 [all_outputs]
```
==> changes_impl.md <==
### Implementation results

- Status: complete, no violations
- HPWL after DPL: 778 um
- Synthesized area: ~420 um^2
- Tool Warnings: 28
- CTS Root Cell: clkbuf_4
- Cell Type Count: 23
- Diodes inserted: 0
- GRT Total Usage: 3.02%
- Setup violators final: 0
- Levels on crit path: 6
- Final hold viol count: 0
- Port bufs: 9
- Clock group share of total power: 34.5%
- DRT iter0 DRCs: 21
- Most numerous logic cells after layout: clkdlybuf4s50_1, a21oi_1, dfxtp_1
- Syn_area_per_cell: 9.17 um^2
- Yosys adder share: 11.9%
- CTS max path bufs: 2
- Largest net degree at the start of global routing: 10
- Worst Setup Slack, final: around 99 ps
- CTS tree: built
- YS chip area: 422 um^2
- Antenna violations before repair: 0
- Worst-Skew Late Latency: 240 ps
- Core area: 3420 um^2
- Register area share after synthesis: between 30% and 40%
- Setup TNS: 0 ps
- Post CTS Setup Buffer Count: 0
- Global-route wire length before repair: around 1600 um
- Switching power: ~0.000096 W
- Post-layout min period: 1600 ps
- Int Pwr: 0.000311 W
- Synth logic family: AND-OR/OR-AND gates
- DP Worst Slack: -123 ps
- Fin cells: 109
- Fmax: between 0.6 and 0.7 GHz
- Grt ovf: 0
- Hold Buf Count CTS: 0
- Sw frac: 23.6%
- Worst r2r dst: next_state[1]
- R2R Setup Slk: between 90 and 100 ps
- Startpoint types: flip-flop
- CP Buf/Inv Count: 1
- Placed cells: 104
- Die W: 80 um
- Yosys reg bits: 7
- Critical-path top delay cell: or3_4
- Worst EP required: approximately 1800 ps
- IO Count: 10
- Ys cells: about 46
- CP top delay family: AND-OR/OR-AND gates
- Post-Synth AOI/OAI Area: approximately a quarter
- Post-synth top flop: dfxtp_1
- Async SR Flop Fraction: 0%
- Slew Limit Fails: 0
- Core Rows: 21
- RSZ-0062 raised after global routing: false
- Crit path cell chain: inv_1, ha_1, or3_4, a21oi_4, a2111oi_1, a21o_1
- Clock-pin slew on the worst setup and hold paths: 50 ps
- CP endpoint: next_state[1]
- Max_cap viols: 0
- Seq pwr share: between 40% and 50%
- Drt drc: 0
- Layout cells sized above 1: 17.5%
- CP Capture Type: flip-flop
- Number of enable flip-flop cells: 0
- Die Y: roughly 80 um
- Final WL: 999 um
- Fin Clk Skew: roughly 3.2 ps
- HP Class: reg -> reg
- Logic pwr share: 21.8%
- Reg2reg start: current_state[0]
- Fp util: 12.3%
- WL per Instance: slightly above 9 um
- Synth Instances: 46
- Yosys xor share: 0%
- Mux cell area share: 2.37%
- Via/cell ratio: around 3.5
- Simple Share, Synth: 22.6%
- Worst Setup SP: current_state[0]
- Vias in the first global route: between 300 and 400
- Most numerous logic cell after layout: clkdlybuf4s50_1
- Slew margin rel.: 75.7%
- Gpl congestion: between 0.8 and 0.9
- Crit path max fanout: 5
- Num CTS Buffers: 3
- Power Dens Cells: 648 nW/um^2
- Chip area: about 6400 um^2
- Maximum VDD drop: approximately 0.21 mV
- CP max stage delay: 400 ps
- Data arrival, critical path: 1740 ps
- CTS sink count: 7
- Synth warn: 1
- Worst Max-Slew Pin Slew: 360 ps
- Antenna viol nets, final: 0
- Synthesis-to-layout area growth: 48.7%
- Final Cycle Share: 94.2%
- Reg2Reg Depth: 6
- Via count: 385
- DRT Pass-1 Iters: 4
- Htree depth: 1
- Leakage: 0.220 nW
- Crit Path Category: reg -> reg
## metrics by stage
stage | hold WS [ps] | cell area, um^2 | total power (W) | utilization (%)
finish | 459 | 627 | 0.000407 | 18.4
global route | 484 | 627 | 0.000442 | 18.4
CTS | 461 | 618 | 0.000412 | 18.1
detailed placement | 452 | 592 | 0.000265 | 17.3
global placement | 446 | 592 | 0.000264 | 17.3
floorplan | 409 | 422 | 0.000225 | -
## tightest hold or removal path: stages, from the launching register on
cell and delay (ps):
dfxtp_1 300, nand2_1 50, a21oi_1 50
## power groups by stage
stage	Clock, W	Sequential, W	Combinational, W
finish	0.000140	0.000178	0.0000887
global route	0.000167	0.000179	0.0000969
CTS	0.000150	0.000178	0.0000850
## synthesized netlist by cell type, types with 2 or more instances
cell type	number	share of area, %
a21oi_1	7	8.3
dfxtp_1	7	33
ha_1	4	12
nor2b_1	4	5.9
inv_1	3	2.7
nand2_1	3	2.7
buf_4	2	3.6
## layer usage
metal	up-vias	track usage, %	wire, um
met5	-	0	0
met4	0	0.528	10
met3	2	1.93	90
met2	11	4.17	403
met1	172	3.88	494
li1	200	-	-
## registers in the layout (all words and copies together), names as in the netlist
register,count
out,1
current_state,2
change,2
next_state,2
## repair_timing
item,in CTS,in global routing
endpoints found under the hold margin,0,0
setup endpoints to repair,0,5
gates resized,0,0
## how the worst min path moves through the flow
| stage | from | to | slack, ps | cells past startpoint |
|---|---|---|---|---|
| 5_1_grt | next_state[0] | current_state[0] | 480 | 1 |
| 6_report | next_state[0] | next_state[0] | 460 | 2 |
| 4_1_cts | out | out | 460 | 2 |
## cell type report
class | count | area, um^2
sequential | 7 | 140
multi-input combinational | 35 | 264
clock buffer | 4 | 26.3
fill | 393 | 2790
inverter | 3 | 11.3
tap | 46 | 57.6
timing repair buffer | 14 | 128
## kinds of logic after synthesis
| group | after synthesis |
|---|---|
| DFF | 7 |
| buffers and inverters | 5 |
| adders and majority gates | 4 |
| and+or+nand+nor | 15 |
| AOI/OAI and AO/OA | 14 |
| muxes | 1 |
Power figures rest on the tool's default switching activity, not on a simulated workload.
